`./run.sh`:
```
#!/bin/bash
# OpenROAD 26Q1-2900-gdf79404cd8, Yosys 0.63+post, stock flow scripts
make -C /OpenROAD-flow-scripts/flow DESIGN_CONFIG=/design/flow/config.mk WORK_HOME=/design/flow/orfs finish
```
`./config.mk`:
```
export PLATFORM = sky130hd
export DESIGN_NAME = clock_count
export DESIGN_NICKNAME = clock_count
export VERILOG_FILES = /design/flow/design.v
export SDC_FILE = /design/flow/constraint.sdc
export NUM_CORES = 4
export LEC_CHECK = 1
export CORE_UTILIZATION = 30
```
`./constraint.sdc`:
```
current_design clock_count

set clk_period 14.3
set clk_io_pct 0.2

create_clock -name clk0 -period $clk_period [get_ports {clock}]

set non_clock_inputs [all_inputs -no_clocks]
set_input_delay [expr $clk_period * $clk_io_pct] -clock clk0 $non_clock_inputs
set_output_delay [expr $clk_period * $clk_io_pct] -clock clk0 [all_outputs]
```
`./design.v`:
```
module clock_count(clock, clock_count);
input clock;
output reg [63:0] clock_count;
reg [63:0]count;
always @ (posedge clock)
begin
	count <= count + 1'd1;
	if (count == 64'd50000000)
		clock_count <= clock_count + 1'd1;
end
endmodule
```
==> changes_impl.md <==
### Metrics

* Ordered list of cells on the worst path: clkdlybuf4s50_1
* Total cell area at the placement stage at 6820 um2
* Chip Area, Yosys at 5840 um2
* Period utilisation layout at 0.297
* Run status: completed
* Final Hold Violation Tally at 0
* Die span in y at 141 um
* Largest area contributor in the synthesized netlist: sky130_fd_sc_hd__edfxtp_1
* Power Density at 109 nW/um2
* Number of global-route vias before repair at 3993
* Critical path startpoint: clock_count[7]$_DFFE_PN_
* Proportion of power drawn by flip-flops and latches at 0.475
* Count of max-cap constraint violations at 0
* Number of CTS-inserted buffers at 17
* P&R area growth vs syn at 26.7%
* Share of async-settable or async-resettable flops after synthesis at 0
* Clock tree sinks at 128
* Worst skew pair latency at 410 ps
* Category of the worst setup path capture point: output pin
* Overflow left after global routing at 0
* Number of warning messages in the yosys log at 1
* # IOs at 65
* Main area contributors: sky130_fd_sc_hd__edfxtp_1 33%, sky130_fd_sc_hd__dfxtp_1 22%, sky130_fd_sc_hd__xnor2_1 11%
* Final worst hold slack at 439 ps
* Number of violations reported at the end of detailed-routing iteration 0 at 230
* Relative contribution of the clock network to total power at 0.525
* Vias after detailed routing at 4216
* First-pass GRT wire length at 19700 um
* Area inside the core boundary at 18900 um2
* Die area at 20000 um2
* Synth Cell Area at 5840 um2
* Clock skew after layout at 12.0 ps
* Cell total in the yosys stat output at 538
* Clock root buffer: sky130_fd_sc_hd__clkbuf_16
* Cell row count at 50
* Critical-path cell with the highest stage delay: sky130_fd_sc_hd__clkdlybuf4s50_1
* Slew at the pin with the worst max-slew slack at 869 ps
* Min-Delay Startpoint: count[0]$_DFF_P_
* Worst Path Required at 11440 ps
* Switching share of power at 0.186
* HPWL after DPL at 8210 um
* Critical setup path kind: reg2out
* Final ANT Viol Nets at 0
* Width of the chip at 141 um
* Buffer levels on the longest clock path at 2
* Number of antenna violations at the first check in global routing at 0
* CTS-repair resized insts at 0
* Max-Slew Margin vs Limit at 0.415
* Register bit total from synthesis at 128
* Wire length per cell at 13.1 um
* Post-layout instance count excluding filler cells at 890
* Net switching power of the design at 0.000149 W
* Number of design rule violations left after detail routing at 0
* Worst Setup Start Kind: flip-flop
* CTS H-tree lvls at 4
* Internal power at 0.000653 W
* Delay of the slowest cell on the worst path at 510 ps
* Number of failing setup endpoints in the final timing report at 0
* Pre-CTS worst setup slack at 10480 ps
* Largest net degree at the start of global routing at 35
* Vias per std cell at 4.74
* Port bufs at 64
* Class of the most critical hold timing path: reg2reg
* Syn Area/Cell at 10.8 um2
* All-Layer GR Usage at 0.125
* Number of iterations in the first detailed-routing pass at 4
* Standby leakage power at 2.64 nW
* Number of buffers inserted for hold repair after clock tree synthesis at 0
* Dominant register cell: sky130_fd_sc_hd__edfxtp_1
* Setup repair after global routing missed its margin: false
* Final Slew Violations at 0
* Effective utilization at floorplan at 0.309
* Share of layout cells above drive strength 1 at 0.0730
* Total negative slack for setup checks at 0 ps
* Minimum clock period at 4250 ps
* Post-route cell area at 7400 um2
* GPL Wtd Cong at 0.860
* Family of cells with the greatest summed delay on the critical path: buffers and inverters
* Placed cell count at 859
* Cell count after synthesis at 538
* Data arrival, critical path at 1390 ps
* Clock slew at the register clock pins of the worst setup and hold paths at 60 ps
* Worst R2R Start: count[4]$_DFF_P_
* Area share of the largest cell type after synthesis at 0.329
* Total Routed Length at 11600 um
* Log Warnings at 26
* EDFF count, synth at 64
* Highest attainable clock frequency at 0.235 GHz
* Clock tree from TritonCTS: yes
* Antenna cell count at 0
* Sequential area share after synthesis at 0.549
* IR drop worst, VDD at 0.0000855 V
* Post-CTS setup repair buffer count at 0
* Number of distinct standard cells referenced by the synthesized netlist at 31
* Setup slack after layout at 10050 ps
* Part of the power in combinational logic at 0
* Largest fanout on the critical path at 6
* Buffer and inverter count on the worst path at 1
## layout make-up
class	count	area (um2)
Inverter	15	56.3
Multi-Input combinational cell	387	2560
Timing Repair Buffer	69	678
Clock buffer	20	437
Sequential cell	128	3200
Clock inverter	11	140
Fill cell	1763	11500
Tap cell	260	325
## through the flow
step	power [W]	utilization
after floorplan	0.000389	-
after global placement	0.000389	0.361
after detailed placement	0.000389	0.361
after CTS	0.000814	0.392
after global routing	0.000831	0.392
final	0.000803	0.392
## sequential cells by signal, indices dropped and copies added, names as in the netlist
signal / count
clock_count: 64
count: 64
## layer usage
metal | GRT usage | wire length [um] | up-vias | part of all wire
met3 | 0.0323 | 755 | 4 | 0.065
met4 | 0.0130 | 57 | 0 | 0.0049
met1 | 0.192 | 5660 | 1974 | 0.49
met2 | 0.189 | 5170 | 125 | 0.44
met5 | 0 | 0 | - | 0
li1 | - | - | 2113 | -
## synthesized netlist by cell type, types with 2 or more instances
cell                        n
sky130_fd_sc_hd__nand2_1   45
sky130_fd_sc_hd__nor3_2     5
sky130_fd_sc_hd__and3_1    14
sky130_fd_sc_hd__edfxtp_1  64
sky130_fd_sc_hd__dfxtp_1   64
sky130_fd_sc_hd__nor2_1    37
sky130_fd_sc_hd__xor2_1    52
sky130_fd_sc_hd__nor3_1    21
sky130_fd_sc_hd__nand3_1   50
sky130_fd_sc_hd__inv_1     15
sky130_fd_sc_hd__nand4_1   43
sky130_fd_sc_hd__clkbuf_1   6
sky130_fd_sc_hd__ha_1       3
sky130_fd_sc_hd__nor4b_1    3
sky130_fd_sc_hd__and4_1     6
sky130_fd_sc_hd__or4_1      3
sky130_fd_sc_hd__or2_2      2
sky130_fd_sc_hd__nor2b_1    2
sky130_fd_sc_hd__or3_1      2
sky130_fd_sc_hd__nor4_1    19
sky130_fd_sc_hd__xnor2_1   72
## placed cells by master (no fill, tap or decap), drive strengths merged
| cell type | synthesis | routed |
|---|---|---|
| xor2 | 52 | 52 |
| nor3b | 1 | 1 |
| and2 | 1 | 1 |
| clkdlybuf4s50 | 0 | 64 |
| or4 | 4 | 4 |
| inv | 15 | 16 |
| xnor2 | 72 | 72 |
| ha | 3 | 3 |
| nand3b | 1 | 1 |
| nor4b | 3 | 3 |
| nor4bb | 1 | 1 |
| and3 | 14 | 14 |
| nand4 | 44 | 44 |
| nor2 | 37 | 37 |
| bufinv | 0 | 3 |
| buf | 2 | 5 |
| nor3 | 26 | 26 |
| and4 | 6 | 6 |
| clkbuf | 6 | 20 |
| dfxtp | 64 | 64 |
| nand2 | 45 | 45 |
| nor4 | 20 | 20 |
| edfxtp | 64 | 64 |
| clkinvlp | 0 | 3 |
| or2 | 2 | 2 |
| or3 | 3 | 3 |
| nor2b | 2 | 2 |
| nand3 | 50 | 50 |
| clkinv | 0 | 4 |
## power by group through the flow
stage | sequential [W] | combinational [W] | clock (W)
5_1_grt | 0.000381 | 0.00000000110 | 0.000450
4_1_cts | 0.000382 | 0.00000000110 | 0.000432
6_report | 0.000382 | 0.00000000110 | 0.000421
## logic make-up (layout without fill, tap and decap cells)
family	Yosys count	in the layout	synth area share
simple gates	260	260	0.242
flops	128	128	0.549
xor+xnor	124	124	0.186
buf+inv	23	115	0.0163
fa+ha+maj	3	3	0.00643
## path summary, 6_finish.rpt
check / to / slack, ps / cells after the start
max: clock_count[7] / 10050 / 1
min: count[0]$_DFF_P_ / 440 / 1
max reg2reg: clock_count[13]$_DFFE_PN_ / 11280 / 6
min reg2reg: count[0]$_DFF_P_ / 440 / 1
Power is estimated from default activity; no workload was simulated.
