<file path="design.v">
module seven_segment (in, out);
input [3:0]in;
output reg [6:0]out;
always @(*)
begin
	case (in)
	  4'd0: out = 7'b0000001;
     4'd1: out = 7'b1001111;
     4'd2: out = 7'b0010010;
	  4'd3: out = 7'b0000110;
	  4'd4: out = 7'b1001100;
	  4'd5: out = 7'b0100100;
	  4'd6: out = 7'b0100000;
	  4'd7: out = 7'b0001111;
	  4'd8: out = 7'b0000000;
	  4'd9: out = 7'b0001100;
	  4'd10: out = 7'b0001000;
	  4'd11: out = 7'b1100000;
	  4'd12: out = 7'b0110001;
	  4'd13: out = 7'b1000010;
	  4'd14: out = 7'b0110000;
	  4'd15: out = 7'b0111000;    
   endcase
end
endmodule
module three_decimal_vals (
input [7:0]val,
output [0:6]seg7_dig0,
output [0:6]seg7_dig1,
output [0:6]seg7_dig2
);
reg [3:0] result_one_digit;
reg [3:0] result_ten_digit;
reg [3:0] result_min_digit;
always @(*)
begin
	result_one_digit = val % 10;
	result_ten_digit = val / 10;
	result_min_digit = val / 60;	
end
seven_segment seven_segment_one_digit (result_one_digit, seg7_dig0);
seven_segment seven_segment_ten_digit (result_ten_digit, seg7_dig1);
seven_segment seven_segment_hun_digit (result_min_digit, seg7_dig2);
endmodule
</file>
<file path="run.sh">
#!/bin/bash
# OpenROAD 26Q1-2900-gdf79404cd8, Yosys 0.63+post, stock flow scripts
make -C /OpenROAD-flow-scripts/flow DESIGN_CONFIG=/design/flow/config.mk WORK_HOME=/design/flow/orfs finish
</file>
<file path="config.mk">
export PLATFORM = sky130hd
export DESIGN_NAME = three_decimal_vals
export DESIGN_NICKNAME = three_decimal_vals
export VERILOG_FILES = /design/flow/design.v
export SDC_FILE = /design/flow/constraint.sdc
export NUM_CORES = 4
export LEC_CHECK = 1
export CORE_AREA = 10 10 73 73
export DIE_AREA = 0 0 83 83
</file>
<file path="constraint.sdc">
current_design three_decimal_vals

set clk_period 7.6
set clk_io_pct 0.2

create_clock -name clk0 -period $clk_period

set non_clock_inputs [all_inputs -no_clocks]
set_input_delay [expr $clk_period * $clk_io_pct] -clock clk0 $non_clock_inputs
set_output_delay [expr $clk_period * $clk_io_pct] -clock clk0 [all_outputs]
</file>
==> results_slide.txt <==
Run Summary

Critical path
  • CP max stage delay: 0.55 ns
  • Worst EP arrival: 5.63 ns
  • Critical path startpoint category: input port
  • Crit Path Max Fanout: 9
  • Crit-path cells: clkdlybuf4s50_1 -> nor2_2 -> inv_1 -> ha_1 -> nor3b_1 -> nor3b_2 -> nor2b_1 -> nor3_1 -> a211o_1 -> or3_1 -> o211ai_2 -> inv_1 -> ha_1 -> nor3_1 -> a211o_1 -> clkdlybuf4s50_1
  • Crit end category: primary output
  • Worst Path Required: 6.08 ns
  • Crit Path Category: in -> out
  • Slowest CP cell: nor2b_1

Final timing
  • Setup Viol. Count Final: 0
  • Slew HR: 57.48%
  • Post-route clock period utilization: 94.05%
  • Worst Tran Pin Value: 0.6311 ns
  • Slew Viols, Final: 0
  • RSZ-0062 raised after global routing: no
  • Min Hold Slack: 4.181 ns
  • Fin crit period: 7.147 ns
  • Fin. Hold Viols: 0
  • Fmax: 139.9 MHz
  • Post-route setup TNS: 0 ns

Job
  • Count of tool warnings: 41
  • Max cap viols: 0

GRT
  • Met1 usage: 16.33%
  • Vias in the first global route: 1,645
  • GRT Total Usage: 11.49%
  • Layer carrying the most global-route usage: met2
  • GR Layer Usage met2: 17.88%
  • First-pass GRT wire length: 7507 um
  • Largest net degree at the start of global routing: 15
  • Total grt overflow: 0
  • GRT met3 Usage: 2.756%
  • Initial antenna violation count: 0

Outcome
  • Status: completed

Finish
  • MI comb area: 1465 um^2
  • Layout clock buffers: 0
  • Ratio of cells with drive above 1 in the final layout: 13.95%
  • Seq_cells: 0
  • Core Util, Final: 52.31%
  • Layout area overhead: 21.13%
  • Fillers: 396
  • Most instantiated logic cell after routing: clkdlybuf4s50_1
  • Flop area: 0 um^2
  • Most frequent cells in the layout: 29 x clkdlybuf4s50_1, 25 x nand2_1, 17 x nor2_1

Placed design
  • DPL Wire Length: 3459 um
  • RePlAce Congestion: 0.9482
  • Port bufs: 29

Floorplanning
  • Die Height: 83 um
  • Die x size: 83 um
  • Num rows: 22
  • Top Ports: 29
  • Core area: 3744 um^2
  • Chip Area: 6889 um^2
  • FP Util: 43.18%

Route
  • WL final: 4232 um
  • WL/cell: 13.83 um
  • Detail Route Antenna Nets: 0
  • Via count: 1,794
  • Initial DRT Pass Iterations: 4
  • Drt via density: 5.863
  • ANT cells: 0
  • Drt drc: 0
  • Initial detailed-routing violation count: 70

Synthesis
  • Synth warnings: 2
  • Syn avg cell area: 6.998 um^2
  • Post-synthesis chip area from yosys: 1617 um^2
  • Yosys cell count: 231
  • Post-Synthesis Cells: 231
  • Post-Syn Area: 1617 um^2
  • Synth Seq Share: 0%
  • Cell Type Count: 67

Clocking
  • Hold-fix buffers, CTS: 0
  • Post-CTS Setup Inserts: 0
  • PostCTS Resize Cnt: 0

Min path
  • Worst Hold End: seg7_dig0[5]
  • Hold path startpoint: val[0]
  • Worst Hold Class: in -> out
  • WHS Path Cells: 4

Pwr
  • Logic pwr share: 100.0%
  • Worst VDD drop: 0.00006510 V
  • Total Power: 0.0002258 W
  • Clock Power Share: 0%
  • Internal power: 0.0001167 W
  • PwrDens: 115.3 nW/um^2
  • Switch Pwr: 0.0001091 W
  • Seq pwr share: 0%
  • Sw frac: 48.32%
  • Leak: 0.7941 nW
[layer usage]
layer	vias to the layer above	share of wire (%)
met1	805	50
li1	947	-
met4	0	0
met5	-	0
met3	0	7.0
met2	42	43
[cell type report]
class / instances / area share [%]
repair buffers: 41 / 19.42
multi-input cells: 203 / 74.82
well taps: 48 / 3.067
inverters: 14 / 2.684
[synth_stat cells (2+ instances only)]
master	number	area, um^2
nand2_1	25	93.84
o31ai_1	4	30.03
nand2b_1	5	31.28
o221ai_1	2	17.52
nand4_1	3	18.77
a31oi_1	7	43.79
a211oi_1	3	22.52
mux2i_1	5	50.05
a211o_1	2	17.52
buf_4	2	15.01
inv_1	14	52.55
or3_1	2	12.51
buf_2	3	15.01
and3_1	2	12.51
nor2_1	17	63.81
nand3_1	10	50.05
o21ai_2	2	17.52
ha_1	15	187.7
and2_1	5	31.28
clkbuf_1	3	11.26
o21ai_0	16	80.08
a22o_1	3	26.28
nand4b_1	2	17.52
o311a_1	2	20.02
nor2b_1	2	12.51
nor3_1	8	40.04
nor4_1	2	12.51
o31a_1	3	26.28
o211ai_1	6	45.04
buf_6	4	45.04
nor3b_1	3	22.52
nor2_2	2	12.51
a21oi_1	13	65.06
[logic make-up (layout without fill, tap and decap cells)]
family,Yosys count,count (layout),synth area share (%)
fa+ha+maj,15,15,11.61
mux,7,7,4.721
compound gates,85,85,41.18
buf+inv,28,55,9.364
simple gates,96,96,33.13
[power groups by stage]
stage / combinational, W / clock (W) / sequential, W
4_1_cts: 0.000228 / 0 / 0
5_1_grt: 0.000255 / 0 / 0
6_report: 0.000226 / 0 / 0
[stage by stage]
| stage | cells | setup slack, ns | area [um^2] |
|---|---|---|---|
| 3_5_place_dp | 306 | 0.4876 | 1958 |
| 5_1_grt | 306 | 0.09784 | 1958 |
| 4_1_cts | 306 | 0.4667 | 1958 |
| 3_3_place_gp | 306 | 0.5012 | 1958 |
| 2_1_floorplan | 231 | 1.352 | 1617 |
| 6_report | 306 | 0.4525 | 1958 |
[critical path, delay by kind of cell]
kind	cells	cell delay (ns)
and+or+nand+nor	7	1.80
adders and majority gates	2	0.51
buffers and inverters	4	1.06
AOI/OAI and AO/OA	3	0.75
[worst max path at each step]
stage	slack (ns)	from	endpoint
finish	0.45	val[6]	seg7_dig0[1]
global route	0.1	val[6]	seg7_dig1[3]
CTS	0.47	val[6]	seg7_dig0[1]
Power is estimated from default activity; no workload was simulated.
