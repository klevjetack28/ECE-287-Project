`config.mk`:
```
export PLATFORM = sky130hd
export DESIGN_NAME = vga_controller
export DESIGN_NICKNAME = vga_controller
export VERILOG_FILES = /design/flow/design.v
export SDC_FILE = /design/flow/constraint.sdc
export NUM_CORES = 4
export LEC_CHECK = 1
export CORE_AREA = 10 10 103 103
export DIE_AREA = 0 0 113 113
```
`constraint.sdc`:
```
current_design vga_controller

set clk_period 4.1
set clk_io_pct 0.2

create_clock -name clk0 -period $clk_period [get_ports {vga_clock}]

set non_clock_inputs [all_inputs -no_clocks]
set_input_delay [expr $clk_period * $clk_io_pct] -clock clk0 $non_clock_inputs
set_output_delay [expr $clk_period * $clk_io_pct] -clock clk0 [all_outputs]
```
`design.v`:
```
module vga_address_translator(x, y, mem_address);
	parameter RESOLUTION = "320x240";
	input [((RESOLUTION == "320x240") ? (8) : (7)):0] x; 
	input [((RESOLUTION == "320x240") ? (7) : (6)):0] y;	
	output reg [((RESOLUTION == "320x240") ? (16) : (14)):0] mem_address;
	wire [16:0] res_320x240 = ({1'b0, y, 8'd0} + {1'b0, y, 6'd0} + {1'b0, x});
	wire [15:0] res_160x120 = ({1'b0, y, 7'd0} + {1'b0, y, 5'd0} + {1'b0, x});
	always @(*)
	begin
		if (RESOLUTION == "320x240")
			mem_address = res_320x240;
		else
			mem_address = res_160x120[14:0];
	end
endmodule
module vga_controller(	vga_clock, resetn, pixel_colour, memory_address, 
		VGA_R, VGA_G, VGA_B,
		VGA_HS, VGA_VS, VGA_BLANK,
		VGA_SYNC, VGA_CLK);
	parameter BITS_PER_COLOUR_CHANNEL = 1;
	parameter MONOCHROME = "FALSE";
	parameter RESOLUTION = "320x240";
	parameter C_VERT_NUM_PIXELS  = 10'd480;
	parameter C_VERT_SYNC_START  = 10'd493;
	parameter C_VERT_SYNC_END    = 10'd494;  
	parameter C_VERT_TOTAL_COUNT = 10'd525;
	parameter C_HORZ_NUM_PIXELS  = 10'd640;
	parameter C_HORZ_SYNC_START  = 10'd659;
	parameter C_HORZ_SYNC_END    = 10'd754;  
	parameter C_HORZ_TOTAL_COUNT = 10'd800;	
	input vga_clock, resetn;
	input [((MONOCHROME == "TRUE") ? (0) : (BITS_PER_COLOUR_CHANNEL*3-1)):0] pixel_colour;
	output [((RESOLUTION == "320x240") ? (16) : (14)):0] memory_address;
	output reg [9:0] VGA_R;
	output reg [9:0] VGA_G;
	output reg [9:0] VGA_B;
	output reg VGA_HS;
	output reg VGA_VS;
	output reg VGA_BLANK;
	output VGA_SYNC, VGA_CLK;
	reg VGA_HS1;
	reg VGA_VS1;
	reg VGA_BLANK1; 
	reg [9:0] xCounter; 
	reg [9:0] yCounter;
	wire xCounter_clear;
	wire yCounter_clear;
	wire vcc;
	reg [((RESOLUTION == "320x240") ? (8) : (7)):0] x; 
	reg [((RESOLUTION == "320x240") ? (7) : (6)):0] y;	
	assign vcc =1'b1;
	always @(posedge vga_clock or negedge resetn)
	begin
		if (!resetn)
			xCounter <= 10'd0;
		else if (xCounter_clear)
			xCounter <= 10'd0;
		else
		begin
			xCounter <= xCounter + 1'b1;
		end
	end
	assign xCounter_clear = (xCounter == (C_HORZ_TOTAL_COUNT-1));
	always @(posedge vga_clock or negedge resetn)
	begin
		if (!resetn)
			yCounter <= 10'd0;
		else if (xCounter_clear && yCounter_clear)
			yCounter <= 10'd0;
		else if (xCounter_clear)		 
			yCounter <= yCounter + 1'b1;
	end
	assign yCounter_clear = (yCounter == (C_VERT_TOTAL_COUNT-1)); 
	always @(*)
	begin
		if (RESOLUTION == "320x240")
		begin
			x = xCounter[9:1];
			y = yCounter[8:1];
		end
		else
		begin
			x = xCounter[9:2];
			y = yCounter[8:2];
		end
	end
	vga_address_translator controller_translator(
					.x(x), .y(y), .mem_address(memory_address) );
		defparam controller_translator.RESOLUTION = RESOLUTION;
	always @(posedge vga_clock)
	begin
		VGA_HS1 <= ~((xCounter >= C_HORZ_SYNC_START) && (xCounter <= C_HORZ_SYNC_END));
		VGA_VS1 <= ~((yCounter >= C_VERT_SYNC_START) && (yCounter <= C_VERT_SYNC_END));
		VGA_BLANK1 <= ((xCounter < C_HORZ_NUM_PIXELS) && (yCounter < C_VERT_NUM_PIXELS));	
		VGA_HS <= VGA_HS1;
		VGA_VS <= VGA_VS1;
		VGA_BLANK <= VGA_BLANK1;	
	end
	assign VGA_SYNC = vcc;
	assign VGA_CLK = vga_clock;
	integer index;
	integer sub_index;
	always @(pixel_colour)
	begin		
		VGA_R <= 'b0;
		VGA_G <= 'b0;
		VGA_B <= 'b0;
		if (MONOCHROME == "FALSE")
		begin
			for (index = 10-BITS_PER_COLOUR_CHANNEL; index >= 0; index = index - BITS_PER_COLOUR_CHANNEL)
			begin
				for (sub_index = BITS_PER_COLOUR_CHANNEL - 1; sub_index >= 0; sub_index = sub_index - 1)
				begin
					VGA_R[sub_index+index] <= pixel_colour[sub_index + BITS_PER_COLOUR_CHANNEL*2];
					VGA_G[sub_index+index] <= pixel_colour[sub_index + BITS_PER_COLOUR_CHANNEL];
					VGA_B[sub_index+index] <= pixel_colour[sub_index];
				end
			end	
		end
		else
		begin
			for (index = 0; index < 10; index = index + 1)
			begin
				VGA_R[index] <= pixel_colour[0:0];
				VGA_G[index] <= pixel_colour[0:0];
				VGA_B[index] <= pixel_colour[0:0];
			end	
		end
	end
endmodule
```
`run.sh`:
```
#!/bin/bash
# OpenROAD 26Q1-2900-gdf79404cd8, Yosys 0.63+post, stock flow scripts
make -C /OpenROAD-flow-scripts/flow DESIGN_CONFIG=/design/flow/config.mk WORK_HOME=/design/flow/orfs finish
```
==> results.toml <==
# physical design summary
[run_status]
status = "finished clean"

[job]
stage_log_warnings = 31
drv_cap = 0

[synth]
synth_cells = 210
async_flop_share = 0.7692
yosys_most_used_dff = "dfrtp_1"
synth.yosys.chip_area_sq_um = 1987
synth_area_sq_um = 1987
synth_warnings = 2
seq_area_frac_synth = 0.3123
mean_instance_size_in_the_synthesized_netlist_sq_um = 9.461
edf_count = 0
synth_cell_type_count = 40
synthesized_registers = 26
synth.yosys.num_cells = 210

[global_route]
globalRouteTotalUtil = 0.05814
grt_first_pass_wirelength_um = 6479
grt_antenna_before_repair = 0
gr-total-overflow = 0
vias_in_the_first_global_route = 1335
grt_max_degree = 21

[critical_path]
timing.critical_path.to_type = "output port"
critPathSlowestCell = "fa_1"
crit_top_cell = "inv_1"
rr_worst_depth = 6
r2r_start = "xCounter[1]"
worst_r2r_endpoint = "yCounter[4]"
cp_cell_sequence = "inv_1 -> fa_1 -> inv_1 -> fa_2 -> a211oi_2 -> nor2_1 -> o31ai_2 -> xnor2_1 -> clkdlybuf4s50_1"
reg2reg_setup_slack_ns = 1.94
cp.required_ns = 3.28
worst_ep_arrival_time_ns = 3.06
worstSetupStartpointType = "register"
timing.critical_path.to = "memory_address[15]"
critical-path-max-stage-delay_ns = 0.54
critPathLaunch = "yCounter[1]"
worst-setup-path-type = "reg -> out"
cp_max_fo = 5

[timing]
grt_setup_unrepaired = "no"
final.setup.worst_slack_ns = 0.2160
maxClockFrequency_ghz = 0.2575
final_period_minus_worst_setup_slack_ns = 3.884
totalNegativeSetupSlack_ns = 0
clock_skew_ns = 0.008930
setup_viol = 0
layout_worst_path_cycle_share = 0.9473
timing_hold_violations_final = 0
final-max-slew-violation-count = 0

[pwr]
pwr_density_cell_nw_per_um2 = 258.3
power.leakage_nw = 0.9873
vdd_drop_max_v = 0.0001020

[cells_and_area]
num-fill-cells = 865
layout.area.comb_sq_um = 1030
flip_flop_and_latch_area_sq_um = 621.8
drive_above_1_share = 0.08458
syn2layout_area_growth_pct = 9.886
lay_top_cells = "ha_1, clkdlybuf4s50_1, dfrtp_1"

[floorplanning]
chipWidth_um = 113
floorplan.die.height_um = 113
fp.coreArea_sq_um = 8299
rows = 33
die-area_sq_um = 12770
boundaryPins = 57
fp-utilization = 0.2394

[clocking]
tritoncts = "built"
insertion_delay_ns = 0.38
cts.reportedPaths.clkPinSlew_ns = 0.10
post_cts.repair.setup_buffers = 0

[routing]
drt_first_iter_violations = 100
num_antenna_cells = 0
vias = 1347
drtAntennaViolNets = 0
drcViolationCount = 0
detail_route.first_pass.iterations = 4
drt-wirelength-per-cell_um = 12.19
vias_per_cell = 4.402
postRouteWirelength_um = 3730

[place]
portBuffers = 22
dpl.hpwl_um = 2761
placement.setup.worst_slack_ns = 0.3966
gp_routability_congestion = 0.7939

[worst_hold_path]
timing.hold.worst.class = "reg -> reg"
## final cells by class
type,instances,area share
multi-input cells,131,0.4716
well taps,105,0.06017
flip-flops and latches,26,0.2848
clock inverters,1,0.01375
inverters,12,0.02063
clock buffers,7,0.04241
repair buffers,24,0.1066
## per-stage QoR
step	instances	util	power [mW]	area (sq um)	hold WS (ns)
global placement	299	0.2472	0.2824	2052	0.3141
global route	306	0.2631	0.5907	2183	0.3459
detailed placement	299	0.2472	0.2824	2052	0.3121
CTS	306	0.2614	0.5773	2170	0.3358
finish	306	0.2631	0.5640	2183	0.3355
floorplan	210	-	0.2902	1987	0.3096
## layer usage
layer | track usage | vias to the layer above | wire length (um)
met4 | 0.01607 | 0 | 74
met5 | 0 | - | 0
li1 | - | 682 | -
met2 | 0.09063 | 24 | 1691
met1 | 0.07599 | 634 | 1714
met3 | 0.01816 | 7 | 250
## worst min path at each step
stage | from | to | slack (ns) | cells after the start
after CTS | VGA_VS1 | VGA_VS | 0.34 | 0
after global routing | VGA_VS1 | VGA_VS | 0.35 | 0
final | VGA_VS1 | VGA_VS | 0.34 | 0
## flip-flops by register name, indices dropped and copies added (netlist names)
name,cells
VGA_HS1,1
VGA_VS1,1
yCounter,10
xCounter,10
VGA_VS,1
VGA_BLANK1,1
VGA_BLANK,1
VGA_HS,1
## logic make-up (layout without fill, tap and decap cells)
group,after synthesis,after routing,share of synthesized area
compound gates,37,37,0.1196
simple gates,52,52,0.1524
buf+inv,53,44,0.1782
other cells,1,1,0.001887
mux,2,2,0.01071
xor+xnor,15,15,0.06612
flops,26,26,0.3123
fa+ha+maj,24,24,0.1587
## critical path: cells and delay by family (launching register included)
kind,cells,cell delay (ns)
fa+ha+maj,2,0.96
compound gates,2,0.47
flops,1,0.35
simple gates,1,0.11
buf+inv,3,0.65
xor+xnor,1,0.14
## synthesized netlist by cell type (all sizes together) (3+ instances only)
cell type | number | area, sq um
buf | 41 | 309.0
ha | 22 | 275.3
dfrtp | 20 | 500.5
inv | 12 | 45.04
nor2 | 11 | 41.29
nand3 | 10 | 50.05
o21ai | 10 | 50.05
xnor2 | 10 | 87.58
nand4 | 8 | 50.05
a21oi | 7 | 35.03
dfxtp | 6 | 120.1
a211oi | 5 | 37.54
and3 | 5 | 31.28
nand2 | 5 | 18.77
xor2 | 5 | 43.79
o21bai | 3 | 22.52
o31ai | 3 | 22.52
## power breakdown
group          switching (mW)  internal (mW)
registers                   0          0.255
logic                 0.00404        0.00146
clock network          0.0946          0.209
## timing repair
action	CTS	global route
hold buffers	0	0
endpoints found under the setup margin	1	3
gates resized	1	4
pin swaps	0	0
Power is estimated from default activity; no workload was simulated.
